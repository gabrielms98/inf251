==> /design/flow/design.v <==
module alu(
		input		[3:0]	ctl,
		input		[31:0]	a, b,
		output reg	[31:0]	out,
		output				zero);
	wire [31:0] sub_ab;
	wire [31:0] add_ab;
	wire 		oflow_add;
	wire 		oflow_sub;
	wire 		oflow;
	wire 		slt;
	assign zero = (0 == out);
	assign sub_ab = a - b;
	assign add_ab = a + b;
	assign oflow_add = (a[31] == b[31] && add_ab[31] != a[31]) ? 1 : 0;
	assign oflow_sub = (a[31] == b[31] && sub_ab[31] != a[31]) ? 1 : 0;
	assign oflow = (ctl == 4'b0010) ? oflow_add : oflow_sub;
	assign slt = oflow_sub ? ~(a[31]) : a[31];
	always @(*) begin
		case (ctl)
			4'd2:  out <= add_ab;				 
			4'd0:  out <= a & b;				 
			4'd12: out <= ~(a | b);				 
			4'd1:  out <= a | b;				 
			4'd7:  out <= {{31{1'b0}}, slt};	 
			4'd6:  out <= sub_ab;				 
			4'd13: out <= a ^ b;				 
			default: out <= 0;
		endcase
	end
endmodule
==> /design/flow/run.sh <==
#!/bin/bash
# OpenROAD 26Q1-2900-gdf79404cd8, Yosys 0.63+post, stock flow scripts
make -C /OpenROAD-flow-scripts/flow DESIGN_CONFIG=/design/flow/config.mk WORK_HOME=/design/flow/orfs finish
==> /design/flow/config.mk <==
export PLATFORM = sky130hd
export DESIGN_NAME = alu
export DESIGN_NICKNAME = alu
export VERILOG_FILES = /design/flow/design.v
export SDC_FILE = /design/flow/constraint.sdc
export NUM_CORES = 4
export LEC_CHECK = 1
export CORE_UTILIZATION = 30
==> /design/flow/constraint.sdc <==
current_design alu

set clk_period 26.6
set clk_io_pct 0.2

create_clock -name clk0 -period $clk_period

set non_clock_inputs [all_inputs -no_clocks]
set_input_delay [expr $clk_period * $clk_io_pct] -clock clk0 $non_clock_inputs
set_output_delay [expr $clk_period * $clk_io_pct] -clock clk0 [all_outputs]
==> run_results.csv <==
group,metric,value,unit
logic_synthesis,ys_types,74,
layout,nClkBuffers,0,
placed_design,dp_slack,9640,ps
route,postRouteAntennaNets,0,
pwr,p_sw,85.9,uW
worst_hold_path,hold_path.class,"in -> out",
critical_path,path_buffers,4,
placed_design,place_hpwl,18100,um
global_routing,grt_use_met3,0.0161,
logic_synthesis,syn_inst,919,
timing,rsz0062_at_grt,"false",
timing,slew_headroom,0.412,
critical_path,startpoint_type,"primary input",
floorplanning,dieWidth,143,um
route,vias,7068,
logic_synthesis,synth_seq_share,0,
layout,flops,0,
timing,fin_ws,9580,ps
route,drt_wl_total,23300,um
pwr,clockPowerShare,0,
floorplanning,pin_count,101,
pwr,p_per_area,20.6,mW/mm^2
global_routing,grtUsageMet2,0.361,
logic_synthesis,ys_chip_area,0.00593,mm^2
timing,fmax,58.7,MHz
global_routing,grt-ovfl-total,0,
worst_hold_path,hold_depth,5,
timing,finalHoldViolCount,0,
clock_tree,postCtsSetupRepairBufs,0,
global_routing,grt_antenna_before_repair,0,
route,initialDrtViolationCount,668,
global_routing,busiest_layer,"met2",
pwr,internal_power,61.3,uW
critical_path,worstPathMaxFanout,11,
clock_tree,cts_hold_buf,0,
logic_synthesis,syn-cell-area,0.00593,mm^2
timing,period_used_share,0.640,
floorplanning,coreArea,0.0194,mm^2
floorplanning,initCoreUtil,0.305,
global_routing,grt_pass1_vias,6582,
route,drt-pass1-iter-count,5,
critical_path,cp.arrival,11700,ps
global_routing,grt_use_total,0.232,
pwr,p_comb_frac,1.000,
layout,syn_to_final_growth,20.6,%
floorplanning,num_rows,51,
critical_path,cp.required,21280,ps
logic_synthesis,avgSynthCellArea,6.45,um^2
logic_synthesis,yosysWarnings,1,
placed_design,placed_area,0.00714,mm^2
floorplanning,die_area,0.0203,mm^2
timing,finalSetupViolCount,0,
critical_path,crit_path_max_incr_delay,580,ps
critical_path,critPathCaptureType,"primary output",
job,timing.max_cap.violations,0,
logic_synthesis,synthTopCellsByCount,"inv_1 (110), ha_1 (103), a21oi_1 (93)",
logic_synthesis,yosys.area.top_type_share,0.217,
route,drc,0,
route,viasPerCell,5.70,
job,warnings,103,
route,num_antenna_cells,0,
global_routing,grt_pass1_wl,36600,um
timing,layout_min_cycle_time,17020,ps
critical_path,critical-path-top-delay-family,"AND-OR/OR-AND gates",
global_routing,use_met1,0.349,
pwr,switching_share,0.584,
critical_path,slowest_stage,"or4_1",
placed_design,gp_congestion,0.977,
timing,setup-tns-final,0,ps
floorplanning,fp.dieH,143,um
global_routing,grt_max_degree,36,
layout,fin_area,0.00714,mm^2
pwr,seq_power_share,0,
pwr,power,147,uW
route,wl_per_cell,18.8,um
critical_path,worstSetupPathType,"in -> out",
critical_path,cp_cell_sequence,"clkdlybuf4s50_1 -> inv_1 -> ha_1 -> inv_1 -> a2111oi_0 -> a21oi_1 -> a221oi_1 -> o211ai_1 -> a21oi_1 -> o21ai_0 -> a21oi_1 -> fa_1 -> o221a_2 -> and4b_1 -> nand4_1 -> or4_1 -> or4_1 -> nor4_2 -> nand4b_1 -> or4_1 -> nor3_2 -> clkdlybuf4s50_1",
outcome,status,"complete, no violations",
pwr,vdd_ir_drop_max,8.23,uV
layout,utilization,0.368,
worst_hold_path,hold_start,"ctl[0]",
logic_synthesis,most_common_cell,"inv_1",
layout,drive_above_1_share,0.0451,
layout,ff_latch_area,0,um^2
worst_hold_path,hold_end,"out[11]",
logic_synthesis,synth_top_cell_by_area,"ha_1",
placed_design,portBuffers,101,
logic_synthesis,topCellsByArea,"ha_1 (22%), a21oi_1 (7.9%), inv_1 (7.0%), nand2_1 (5.4%), nor2_1 (4.9%)",
clock_tree,cts_resized,0,
logic_synthesis,ys_cells,919,
timing,drv_slew,0,
pwr,p_leak,0.00310,uW
timing,worst_pin_slew,870,ps
## power by group through the flow
stage	clock [uW]	sequential (uW)	combinational, uW
6_report	0	0	147
5_1_grt	0	0	162
4_1_cts	0	0	145
## how the worst max path moves through the flow
stage | slack (ps) | endpoint | depth (start not counted) | startpoint
6_report | 9580 | zero | 22 | a[6]
5_1_grt | 9260 | zero | 22 | a[6]
4_1_cts | 9600 | zero | 22 | a[6]
## per-stage QoR
| step | std cells | hold WS, ps |
|---|---|---|
| floorplan | 919 | 10910 |
| global placement | 1241 | 11890 |
| detailed placement | 1241 | 11890 |
| CTS | 1241 | 11900 |
| global route | 1241 | 11980 |
| finish | 1241 | 11920 |
## cell usage in the layout, fill, tap and decap left out, types with 17 or more instances in the layout
master,synthesis,layout
inv_1,110,110
nand2_1,85,85
nor2_1,77,77
nand3_1,24,24
o31ai_1,17,17
o211ai_1,22,22
clkdlybuf4s50_1,0,100
o21ai_0,56,56
ha_1,103,103
a21oi_1,93,93
nor3_1,17,17
## logic make-up after synthesis
| kind of cell | after synthesis | synth area share |
|---|---|---|
| compound gates | 338 | 0.393 |
| xor+xnor | 5 | 0.00739 |
| fa+ha+maj | 106 | 0.228 |
| buf+inv | 167 | 0.107 |
| mux | 16 | 0.0277 |
| simple gates | 287 | 0.237 |
## layer usage
metal	vias to the layer above	routed length (um)
li1	3490	-
met1	3260	11400
met2	284	9960
met3	34	1390
met4	0	533
met5	-	0
## area by class of cell
class	instances	area, um^2
fillers	2090	12300
multi-input cells	752	5300
repair buffers	114	1100
inverters	110	413
well taps	265	332
## worst min-delay path: cells and delay by family
family,cells,cell delay [ps]
AOI/OAI and AO/OA,1,110
and+or+nand+nor,2,400
buffers and inverters,2,740
Power is estimated from default activity; no workload was simulated.
